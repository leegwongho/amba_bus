--- flow/config.mk ---
export PLATFORM = sky130hd
export DESIGN_NAME = bfm
export DESIGN_NICKNAME = bfm
export VERILOG_FILES = /design/flow/design.v
export SDC_FILE = /design/flow/constraint.sdc
export NUM_CORES = 4
export LEC_CHECK = 1
export CORE_AREA = 10 10 102 102
export DIE_AREA = 0 0 112 112
--- flow/constraint.sdc ---
current_design bfm

set clk_period 2.3
set clk_io_pct 0.2

create_clock -name clk0 -period $clk_period [get_ports {clk}]

set non_clock_inputs [all_inputs -no_clocks]
set_input_delay [expr $clk_period * $clk_io_pct] -clock clk0 $non_clock_inputs
set_output_delay [expr $clk_period * $clk_io_pct] -clock clk0 [all_outputs]
--- flow/design.v ---
module bfm(
    input clk,
    input reset,  
    input   [31:0]  U_RDATA,
    input [15:0]    sw,
    output reg  U_WVALID,
    output reg  [31:0] U_AWADDR,
    output reg  [31:0] U_WDATA,
    output reg  [3:0]  U_STRB,
    output reg  U_RVALID,
    output reg  [31:0]  U_ARADDR,
    output reg  [3:0]   U_BLEN,
    output reg  [14:0]  led
);
    wire flag_m;
    assign flag_m = sw[15] ? 1 : 0;
    reg [10:0] clk_div;
    always @ (posedge clk) begin
        if (!reset)
            clk_div <= 0;    
        else
            clk_div <= clk_div + 1; 
    end
    always @(posedge clk) begin
        if (!reset) begin
            U_WVALID <= 0;
            U_AWADDR <= 0;
            U_WDATA <= 0;
            U_STRB <= 0;
        end 
        else begin
            U_WDATA <= {16'b0, sw[14:0]};  
            U_AWADDR <= 0;                 
            U_STRB <= 4'b1111;             
            if (flag_m == 1) begin 
                U_WVALID <= 1;
                if (clk_div[1]) begin
                    U_WVALID <= 0;
                end
            end
        end
    end
    always @(posedge clk) begin
        if (!reset) begin
            U_RVALID <= 0;
            U_BLEN <= 0;
            led = 16'b1000_0000_0000_0000;
        end
        else begin
            U_ARADDR <= 0;             
            U_BLEN <= 4'b1111;         
            if (flag_m == 0) begin
                U_RVALID <= 1;       
                if (clk_div[1]) begin
                    U_RVALID <= 0; 
                    led <= U_RDATA[14:0];
                end
            end
        end
    end
endmodule
--- flow/run.sh ---
#!/bin/bash
# OpenROAD 26Q1-2900-gdf79404cd8, Yosys 0.63+post, stock flow scripts
make -C /OpenROAD-flow-scripts/flow DESIGN_CONFIG=/design/flow/config.mk WORK_HOME=/design/flow/orfs finish
==> run notes <==
* **status** complete, no violations
* **count of warnings emitted by yosys** 1
* **post-synthesis cell area** 0.00185 mm²
* **layout cells sized above 1** 4.51%
* **Die X** 112 µm
* **overall global routing resource usage** 6.49%
* **Buf/Inv on CP** 1
* **pin count of the biggest net entering global routing** 51
* **required time of the critical path** 1.84 ns
* **total power after layout** 0.00128 W
* **worst-case reg-to-reg path depth** 3
* **Worst Path Class, Setup** flip-flop to primary output
* **Levels on crit path** 1
* **Post-CTS Setup Bufs** 0
* **Crit-path slowest cell** sky130_fd_sc_hd__clkdlybuf4s50_1
* **area of the die** 0.0125 mm²
* **worst min-delay path category** flip-flop to flip-flop
* **number of global-route vias before repair** 1292
* **Critical Path AT** 1.23 ns
* **total length of routed wires** 4530 µm
* **diode count** 0
* **OpenROAD warning count** 42
* **top library cells by usage in the layout, fill and taps aside** 81 x sky130_fd_sc_hd__conb_1, 72 x sky130_fd_sc_hd__clkdlybuf4s50_1, 35 x sky130_fd_sc_hd__dfxtp_1, 31 x sky130_fd_sc_hd__nand2_1, 16 x sky130_fd_sc_hd__and2_1
* **Max Clock Skew** 0.00288 ns
* **buffer depth of the longest clock path** 2
* **Detail Route Antenna Nets** 0
* **area added between synthesis and finish** 28.8%
* **CP peak stage delay** 0.51 ns
* **Pre-antenna DRT Iters** 2
* **ratio of final minimum period to clock period** 73.3%
* **Worst Setup Start Kind** flip-flop
* **setup slack after layout** 0.614 ns
* **initial detailed-routing violation count** 15
* **maximum clock rate** 593 MHz
* **Core Footprint** 0.00822 mm²
* **Worst-path clk slew** 0.07 ns
* **Root Driver** sky130_fd_sc_hd__clkbuf_8
* **count of instances resized after the clock tree is built** 0
* **PortBufs** 72
* **final RePlAce weighted congestion** 0.707
* **initial antenna violation count** 0
* **worst IR drop on VDD** 0.000181 V
* **vertical die dimension** 112 µm
* **number of design rule violations left after detail routing** 0
* **post-synthesis sequential area ratio** 37.9%
* **P_leak** 1.03 nW
* **power density normalized to cell area** 538 mW/mm²
* **total negative slack** 0 ns
* **CP Capture Type** primary output
* **post-synth area from yosys stat** 0.00185 mm²
* **cell row count** 33
* **Hold Fails Final Rpt** 0
* **clock sinks** 35
* **hold_buf cts** 0
* **cell-by-cell trace of the critical path** clkdlybuf4s50_1
* **post-layout instance count excluding filler cells** 371
* **io pins** 171
* **Avg Synthesized Cell Area** 9.30 µm²
* **ys cells** 199
* **number of buffers created by CTS** 5
* **CTS tree** yes
* **Final setup viols** 0
* **number of vias per cell** 3.15
* **total overflow reported by the global router** 0
* **Post-DP HPWL** 3610 µm
* **most instantiated logic cell after routing** sky130_fd_sc_hd__conb_1
* **final routed wire length divided by cell count** 12.2 µm
* **H-tree depth reported by CTS** 2
* **Final Max Tran Viols** 0
* **maximum capacitance violations** 0
* **Min Clock Period, post-route** 1.69 ns
* **instance count after placement with tap cells included** 363
* **Cells after Synth** 199
* **clk ins delay skew pair** 0.28 ns
* **floorplan-stage core utilization** 22.5%
* **vias after detailed routing** 1170
* **first-pass GRT wire length** 6760 µm
* **top fanout value on the critical path** 8
* **count of different cell masters after synthesis** 16
* **RSZ-0062 raised after global routing** false
* **worst slack at placement** 0.589 ns
* **CP top delay family** buffers and inverters
* **cell depth of the worst hold path** 1
* **flip-flop and latch count after synthesis** 35
==> cell type report <==
| cell class | count | area, µm² |
|---|---|---|
| timing repair buffer | 74 | 736 |
| sequential | 35 | 701 |
| clock buffer | 6 | 72.6 |
| multi-input combinational | 149 | 731 |
| clock inverter | 2 | 12.5 |
| fill | 851 | 5830 |
| tap | 105 | 131 |
==> where the power goes <==
| part | internal (W) | switching [W] | total [W] |
|---|---|---|---|
| Sequential | 0.000639 | 0.0000144 | 0.000653 |
| Clock | 0.000212 | 0.000229 | 0.000441 |
| Combinational | 0.000133 | 0.0000558 | 0.000189 |
==> metrics by stage <==
| stage | area, µm² | utilization [%] | hold WS, ns |
|---|---|---|---|
| floorplan | 2150 | - | 0.412 |
| global placement | 2300 | 28.0 | 0.422 |
| detailed placement | 2300 | 28.0 | 0.427 |
| CTS | 2380 | 29.0 | 0.441 |
| global route | 2380 | 29.0 | 0.461 |
| finish | 2380 | 29.0 | 0.436 |
==> registers in the layout, summed over array words and instances (netlist names) <==
register  count
U_WDATA      15
led          15
U_WVALID      1
U_RVALID      1
clk_div       2
U_BLEN        1
==> synth_stat cells, drive strengths merged <==
library cell / instances / share of area (%)
clkbuf: 2 / 0.41
buf: 93 / 38
nor3b: 1 / 0.68
nor2b: 3 / 1.6
nand2: 31 / 6.3
mux2i: 15 / 8.1
conb: 1 / 0.20
xor2: 1 / 0.47
and2: 16 / 5.4
dfxtp: 35 / 38
o211a: 1 / 0.54
==> layer usage <==
metal	vias to the layer above	global-route usage (%)	wire, µm
li1	573	-	-
met1	509	8.13	1980
met2	86	10.3	2080
met3	2	3.15	446
met4	0	0.592	23
met5	-	0	0
==> worst paths after layout <==
path,start,endpoint,slack (ns)
min reg2reg,clk_div[0],clk_div[0],0.44
min,clk_div[0],clk_div[0],0.44
max reg2reg,clk_div[1],led[2],1.19
max,U_BLEN[2],U_STRB[1],0.61
==> cells by family after synthesis <==
kind of cell	synth area share [%]
XOR/XNOR	0.473
flip-flops	37.9
AND-OR/OR-AND	0.541
other	0.203
AND/OR/NAND/NOR	13.9
buffers and inverters	38.9
multiplexers	8.11
Power is estimated from default activity; no workload was simulated.
